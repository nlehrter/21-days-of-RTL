[./constraint.sdc]
current_design odd_counter

set clk_period 2.1
set clk_io_pct 0.2

create_clock -name clk0 -period $clk_period [get_ports {clk}]

set non_clock_inputs [all_inputs -no_clocks]
set_input_delay [expr $clk_period * $clk_io_pct] -clock clk0 $non_clock_inputs
set_output_delay [expr $clk_period * $clk_io_pct] -clock clk0 [all_outputs]
[./run.sh]
#!/bin/bash
# OpenROAD 26Q1-2900-gdf79404cd8, Yosys 0.63+post, stock flow scripts
make -C /OpenROAD-flow-scripts/flow DESIGN_CONFIG=/design/flow/config.mk WORK_HOME=/design/flow/orfs finish
[./config.mk]
export PLATFORM = sky130hd
export DESIGN_NAME = odd_counter
export DESIGN_NICKNAME = odd_counter
export VERILOG_FILES = /design/flow/design.v
export SDC_FILE = /design/flow/constraint.sdc
export NUM_CORES = 4
export LEC_CHECK = 1
export CORE_AREA = 10 10 70 70
export DIE_AREA = 0 0 80 80
[./design.v]
module odd_counter (
  input     wire        clk,
  input     wire        rst,
  output    logic[7:0]  cnt_o
);
  always_ff @ (posedge clk, posedge rst)
    if (rst) begin
      cnt_o <= 8'h1;
    end else if (clk) begin
      cnt_o <= cnt_o + 2;
    end
endmodule
==> insert_results.sql <==
-- flow metrics import
INSERT INTO impl_metrics (metric_group, metric, value, unit) VALUES
('pwr', 'worst_ir_drop_vdd', '0.336', 'mV'),
('timing', 'timing.clock.skew', '1.50', 'ps'),
('floorplanning', 'number_of_standard_cell_rows_in_the_floorplan', '21', ''),
('timing', 'final_max_slew_viol_count', '0', ''),
('clock_network', 'clk_latency', '240', 'ps'),
('global_route', 'number_of_global_route_vias_before_repair', '228', ''),
('placed_design', 'dp.cells', '75', ''),
('worst_setup_path', 'worst_path_max_delay_cell', 'clkdlybuf4s50_1', ''),
('drt', 'drt_wl_cell', '8.22', 'um'),
('drt', 'detail_route.vias_per_cell', '2.43', ''),
('pwr', 'p_total', '256', 'uW'),
('drt', 'route.top_layer_used', 'met3', ''),
('global_route', 'antenna_violations_before_repair', '0', ''),
('global_route', 'grt_start_max_net_pins', '8', ''),
('synth', 'yosys.cell_types.count', '9', ''),
('floorplanning', 'fp.dieArea', '6400', 'um^2'),
('global_route', 'globalRoute.totalOverflow', '0', ''),
('synth', 'seq_area_frac_synth', '63.3', '%'),
('pwr', 'combPwrFrac', '1.7', '%'),
('clock_network', 'cts.htree.levels', '1', ''),
('pwr', 'share_of_total_power_in_sequential_cells', '52.7', '%'),
('finish', 'largest_register', 'cnt_o', ''),
('timing', 'setup-tns-final', '0', 'ps'),
('finish', 'most-common-layout-cells', '8 x clkdlybuf4s50_1, 7 x dfrtp_1, 4 x nand3_1, 4 x xnor2_1, 3 x clkbuf_4', ''),
('worst_setup_path', 'data_required_time_of_the_critical_path', '1680', 'ps'),
('worst_setup_path', 'crit_chain', 'clkdlybuf4s50_1', ''),
('synth', 'ys_cells', '22', ''),
('drt', 'drtPass1Iterations', '1', ''),
('synth', 'synth.cell_area', '277', 'um^2'),
('worst_setup_path', 'worst_path_largest_cell_delay', '500', 'ps'),
('placed_design', 'globalplace.congestion', '0.687', ''),
('timing', 'fin_hold_ws', '406', 'ps'),
('timing', 'grt_setup_unrepaired', 'no', ''),
('floorplanning', 'pin_count', '10', ''),
('worst_setup_path', 'worst-r2r-setup-slack', '1080', 'ps'),
('finish', 'layout-drive-gt1-share', '9.09', '%'),
('timing', 'period_needed', '1580', 'ps'),
('synth', 'yosys_stat_chip_area', '277', 'um^2'),
('drt', 'drtAntennaViolNets', '0', ''),
('drt', 'dr_wl_met2', '313', 'um'),
('min_path', 'min_path_type', 'in2async', ''),
('floorplanning', 'chipWidth', '80', 'um'),
('timing', 'report.final.setup_viol', '0', ''),
('drt', 'dr_wl_met3', '102', 'um'),
('floorplanning', 'core', '3420', 'um^2'),
('timing', 'timing.final.ws_setup', '516', 'ps'),
('floorplanning', 'initCoreUtil', '8.10', '%'),
('clock_network', 'cts-root-buf', 'clkbuf_4', ''),
('worst_setup_path', 'end_kind', 'output port', ''),
('placed_design', 'port_buffers', '8', ''),
('placed_design', 'place_ws', '765', 'ps'),
('clock_network', 'cts_hold_buffers', '0', ''),
('floorplanning', 'die_h', '80', 'um'),
('pwr', 'p_leak', '0.000180', 'uW'),
('worst_setup_path', 'regToRegEndpoint', 'cnt_o[5]', ''),
('run_status', 'outcome', 'complete, no violations', ''),
('synth', 'numSynthFlops', '7', ''),
('clock_network', 'clockBufferDepth', '2', ''),
('clock_network', 'cts_repair_resize_count', '0', ''),
('finish', 'leading_registers_by_flop_count', 'cnt_o: 7 flops', ''),
('drt', 'insertedDiodeCount', '0', ''),
('finish', 'filler_cell_count', '404', ''),
('timing', 'final_hold_viol_count', '0', ''),
('worst_setup_path', 'r2r_start', 'cnt_o[1]', ''),
('drt', 'initialDrtViolationCount', '0', ''),
('clock_network', 'cts_post_setup_buffers_inserted', '0', ''),
('pwr', 'power.switching_fraction', '18.5', '%'),
('pwr', 'power.clock.fraction', '45.5', '%'),
('synth', 'yosys_warnings', '1', ''),
('worst_setup_path', 'crit_family', 'buffers and inverters', ''),
('timing', 'maxClockFrequency', '0.631', 'GHz');
## routing by layer
metal / vias up / GRT usage, %
met4: 0 / 0.176
met1: 93 / 2.43
li1: 91 / -
met2: 8 / 3.69
met5: - / 0
met3: 0 / 2.05
## cells in the mapped netlist
cell | instances | area, um^2
dfrtp_1 | 7 | 175
and3_1 | 1 | 6.26
conb_1 | 1 | 3.75
xnor2_1 | 4 | 35.0
ha_1 | 1 | 12.5
inv_1 | 2 | 7.51
buf_4 | 1 | 7.51
nand3_1 | 4 | 20.0
xor2_1 | 1 | 8.76
## how the worst min path moves through the flow
stage / from / to / slack (ps) / cells after the start
after CTS: rst / cnt_o[4] / 420 / 2
after global routing: rst / cnt_o[2] / 440 / 2
final: rst / cnt_o[6] / 410 / 2
## cell type report
class                   instances  area, um^2  share of cell area [%]
multi-input cells              12        86.3                    19.9
clock buffers                   4        26.3                    6.07
flip-flops and latches          7         175                    40.5
inverters                       2        7.51                    1.73
well taps                      46        57.6                    13.3
repair buffers                  8        80.1                    18.5
## power groups by stage
| stage | combinational, uW | sequential, uW | clock (uW) |
|---|---|---|---|
| final | 4.46 | 135 | 117 |
| after CTS | 4.81 | 135 | 122 |
| after global routing | 5.37 | 135 | 132 |
## cell families after synthesis
logic type    count (synthesis)  synth area share (%)
simple gates                  5                  9.50
flops                         7                  63.3
other cells                   1                  1.36
buf+inv                       3                  5.43
fa+ha+maj                     1                  4.52
xor+xnor                      5                  15.8
## through the flow
stage / instance area [um^2] / util (%)
after floorplan: 277 / -
after global placement: 407 / 11.9
after detailed placement: 407 / 11.9
after CTS: 433 / 12.7
after global routing: 433 / 12.7
final: 433 / 12.7
Power is estimated from default activity; no workload was simulated.
