--- /design/flow/run.sh ---
#!/bin/bash
# OpenROAD 26Q1-2900-gdf79404cd8, Yosys 0.63+post, stock flow scripts
make -C /OpenROAD-flow-scripts/flow DESIGN_CONFIG=/design/flow/config.mk WORK_HOME=/design/flow/orfs finish
--- /design/flow/config.mk ---
export PLATFORM = sky130hd
export DESIGN_NAME = day13
export DESIGN_NICKNAME = day13
export VERILOG_FILES = /design/flow/design.v
export SDC_FILE = /design/flow/constraint.sdc
export NUM_CORES = 4
export LEC_CHECK = 1
export CORE_AREA = 10 10 70 70
export DIE_AREA = 0 0 80 80
--- /design/flow/constraint.sdc ---
current_design day13

set clk_period 2.3
set clk_io_pct 0.2

create_clock -name clk0 -period $clk_period

set non_clock_inputs [all_inputs -no_clocks]
set_input_delay [expr $clk_period * $clk_io_pct] -clock clk0 $non_clock_inputs
set_output_delay [expr $clk_period * $clk_io_pct] -clock clk0 [all_outputs]
--- /design/flow/design.v ---
module day13 (
  input     wire[3:0] a_i,
  input     wire[3:0] sel_i,
  output    wire     y_ter_o,
  output    logic     y_case_o,
  output    logic     y_ifelse_o,
  output    logic     y_loop_o,
  output    logic     y_aor_o
);
  assign y_ter_o = sel_i[0] ? a_i[0] : 
            			 sel_i[1] ? a_i[1] :
            			 sel_i[2] ? a_i[2] :
  								 a_i[3];	
	always_comb begin
    case (sel_i)
      4'b0001 : y_case_o = a_i[0];
      4'b0010 : y_case_o = a_i[1];
      4'b0100 : y_case_o = a_i[2];
      4'b1000 : y_case_o = a_i[3];
      default : y_case_o = 1'bx;
    endcase
  end
  always_comb begin
    if(sel_i == 'b0001) 
      y_ifelse_o = a_i[0];
    else if (sel_i == 'b0010) 
      y_ifelse_o = a_i[1];
    else if (sel_i == 'b0100) 
      y_ifelse_o = a_i[2];
    else begin
      y_ifelse_o = a_i[3];
    end
  end
  always_comb begin
    y_loop_o = '0;
    for (int i=0; i<4; i++) begin
      y_loop_o = (sel_i[i] & a_i[i]) | y_loop_o;
    end
  end
  assign y_aor_o = (sel_i[0] & a_i[0]) | 
                   (sel_i[1] && a_i[1]) | 
                   (sel_i[2] && a_i[2]) | 
                   (sel_i[3] && a_i[3]);
endmodule
==> results.json <==
{
  "timing.final.crit_share": 0.9661,
  "drv_slew": 0,
  "area_growth_syn_to_layout_pct": 126.4,
  "port_buffers": 13,
  "drtAntennaViolNets": 0,
  "layout_setup_ws_ns": 0.07799,
  "dieArea_sq_um": 6400,
  "vias_per_cell": 2.651,
  "hold_class": "in -> out",
  "grt_pass1_vias": 206,
  "synth_area_leader_cell": "nand3b_1",
  "critical_path_arrival_ns": 1.76,
  "place_area_sq_um": 362.8,
  "critPathKind": "in -> out",
  "rsz0062_at_grt": "no",
  "cts_setup_buffers": 0,
  "fillers": 405,
  "cp_max_fo": 5,
  "vias": 220,
  "log.warning_count": 32,
  "power.density_nw_per_um2": 149.7,
  "io_pins": 13,
  "die_w_um": 80,
  "drc": 0,
  "fp_util": 0.04579,
  "hold_viol_final": 0,
  "worst_slew_pin_slew_ns": 0.2214,
  "grt_pass1_wl_um": 1083,
  "maxSlewHeadroom": 0.8511,
  "wire_per_inst_um": 8.880,
  "syn_area_sq_um": 156.4,
  "syn_avg_cell_area_sq_um": 7.448,
  "ff_count": 0,
  "crit_path_end_kind": "primary output",
  "grt_overflow_total": 0,
  "setup_viol": 0,
  "synthDistinctLibCells": 16,
  "n_clock_buffer": 0,
  "antenna_cells_inserted": 0,
  "ys_area_sq_um": 156.4,
  "top_cells_by_count": "2 x a31oi_1, 2 x nand2_1, 2 x nand3b_1, 2 x nor2_1, 2 x o31ai_1",
  "clock.fmax_ghz": 0.4500,
  "top_cells_by_area": "nand3b_1 9.6%, o31ai_1 9.6%, or4b_4 8.8%",
  "maxCapViolCount": 0,
  "first_iter_violations": 2,
  "area.sequential_sq_um": 0,
  "grt_start_max_net_pins": 6,
  "netlist_instances": 21,
  "dieHeight_um": 80,
  "power.leakage_nw": 0.1316,
  "p_total_uw": 53.01,
  "synth_seq_share": 0,
  "fp.coreArea_sq_um": 3416,
  "final_cell_area_sq_um": 354.1,
  "rows": 21,
  "cts_hold_buffers": 0,
  "outcome": "finished clean",
  "firstDrtPassIters": 4,
  "yosysWarnings": 1,
  "hpwl_um": 685.9,
  "drive_gt1_frac": 0.2432,
  "final_util": 0.1037,
  "routed_wl_um": 737,
  "yosys_cells": 21,
  "top_cell_area_share": 0.09600,
  "cp.required_ns": 1.84,
  "antenna_found_initial": 0,
  "dp_worst_setup_slack_ns": -0.3894,
  "cts_resized": 15,
  "critPathLaunchType": "input pin",
  "globalRouteTotalUtil": 0.02101,
  "gp_congestion": 0.7219,
  "period_needed_ns": 2.222,
  "ir_drop_v": 0.00001356
}
-- final timing paths --
kind / startpoint / end / slack (ns) / depth (start not counted)
worst max-delay path: sel_i[2] / y_ter_o / 0.08 / 6
worst min-delay path: sel_i[1] / y_case_o / 1.49 / 4
-- routing by layer --
| layer | GRT usage | up-vias | wire [um] |
|---|---|---|---|
| met1 | 0.01846 | 103 | 233 |
| met4 | 0 | 0 | 0 |
| met3 | 0 | 0 | 0 |
| met2 | 0.05056 | 1 | 503 |
| li1 | - | 116 | - |
| met5 | 0 | - | 0 |
-- worst max-delay path, cell delays in order --
cell and delay (ns):
clkdlybuf4s15_2 0.22, buf_4 0.15, mux2_1 0.30, mux2i_1 0.12, o21ai_1 0.09, clkdlybuf4s50_1 0.42
-- area by class of cell --
type / instances / area [sq um] / share of cell area
multi-input combinational: 19 / 141.4 / 0.3993
timing repair buffer: 18 / 155.1 / 0.4382
tap: 46 / 57.56 / 0.1625
-- kinds of logic after synthesis --
logic type,count (synthesis),share of synthesized area
XOR/XNOR,1,0.05601
AND-OR/OR-AND,7,0.3120
AND/OR/NAND/NOR,9,0.3760
multiplexers,2,0.1360
buffers and inverters,2,0.1200
-- power breakdown --
part | total, mW | internal, mW | switching (mW)
logic | 0.0530 | 0.0334 | 0.0196
registers | 0 | 0 | 0
clock network | 0 | 0 | 0
-- stage by stage --
| step | std cells | hold WS [ns] | setup TNS (ns) |
|---|---|---|---|
| finish | 83 | 1.493 | 0 |
| global route | 83 | 1.528 | 0 |
| CTS | 83 | 1.499 | 0 |
| detailed placement | 83 | 1.948 | -1.102 |
| global placement | 83 | 1.929 | -0.9401 |
| floorplan | 21 | 0.9506 | 0 |
-- placed cells by master (no fill, tap or decap), drive strengths merged --
cell and count:
dlygate4sd2 7, buf 6, clkdlybuf4s50 4, nand3b 2
or4b 2, o31ai 2, nor2 2, a31oi 2
nand2 2, a211o 1, xnor2 1, a22oi 1
nand3 1, mux2 1, mux2i 1, o21ai 1
clkdlybuf4s15 1
Power is estimated from default activity; no workload was simulated.
