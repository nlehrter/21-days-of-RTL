==> design/flow/design.v <==
module day10 (
  input     wire          clk,
  input     wire          reset,
  input     wire          load_i,
  input     wire[3:0]     load_val_i,
  output    wire[3:0]     count_o
);
  logic[3:0] count_q;
  always_ff @ (posedge clk, posedge reset) begin
    if (reset) begin
      count_q <= 'b0;
    end else if (load_i) begin
      count_q <= load_val_i;
    end else if (clk) begin
      count_q <= count_q + 1;
    end
  end
  assign count_o = count_q;
endmodule
==> design/flow/run.sh <==
#!/bin/bash
# OpenROAD 26Q1-2900-gdf79404cd8, Yosys 0.63+post, stock flow scripts
make -C /OpenROAD-flow-scripts/flow DESIGN_CONFIG=/design/flow/config.mk WORK_HOME=/design/flow/orfs finish
==> design/flow/config.mk <==
export PLATFORM = sky130hd
export DESIGN_NAME = day10
export DESIGN_NICKNAME = day10
export VERILOG_FILES = /design/flow/design.v
export SDC_FILE = /design/flow/constraint.sdc
export NUM_CORES = 4
export LEC_CHECK = 1
export CORE_AREA = 10 10 70 70
export DIE_AREA = 0 0 80 80
==> design/flow/constraint.sdc <==
current_design day10

set clk_period 1.4
set clk_io_pct 0.2

create_clock -name clk0 -period $clk_period [get_ports {clk}]

set non_clock_inputs [all_inputs -no_clocks]
set_input_delay [expr $clk_period * $clk_io_pct] -clock clk0 $non_clock_inputs
set_output_delay [expr $clk_period * $clk_io_pct] -clock clk0 [all_outputs]
==> qor.txt <==
Detail Route met2 WL -> 216 um
leakage power figure -> 0.000198 uW
nature of the critical path startpoint -> register
number of port buffers -> 10
register ranked first by flip-flop count -> count_q
number of DRC violations after detailed-routing iteration 0 -> 10
placement row count -> 21
post-route clock period utilization -> 90.8%
most instantiated logic cell after routing -> sky130_fd_sc_hd__clkbuf_4
share of post-route cells with drive strength above 1 -> 33.3%
DRC errors left -> 0
Top-area cell share -> 50.0%
post-detailed-route via-to-cell ratio -> 2.68
largest net degree at the start of global routing -> 7
number of detailed-routing iterations run before antenna repair -> 4
Cells after Synth -> 19
headroom to the max-slew limit -> 91.7%
Routed wire per std cell -> 9.16 um
clk ins delay skew pair -> 0.35 ns
via count of the first global-routing pass -> 333
worst setup path startpoint -> count_q[0]
Max-cap violations -> 0
highest cell delay on the worst timing path -> 0.38 ns
HPWL after DPL -> 508 um
GPL Wtd Cong -> 0.773
per-instance average area after synthesis -> 10.5 um^2
final count of hold timing violations -> 0
number of standard cells reported by yosys -> 19
worst hold-check slack -> 0.115 ns
global-route wire length before repair -> 1.25 mm
Crit-path slowest cell -> sky130_fd_sc_hd__dfrtp_1
Clock Skews -> 0.00356 ns
registers with the highest flip-flop counts -> count_q (4)
TritonCTS clock tree -> yes
PwrDens -> 2020 mW/mm^2
sum of routed wire segments on met1 -> 346 um
slew at the pin with the worst max-slew slack -> 0.121 ns
area of the chip -> 0.00640 mm^2
fmax -> 787 MHz
Worst Path Required -> 1.12 ns
R2R depth -> 5
end point of the critical path -> count_o[0]
Hold Path Class -> in2async
reg-to-reg critical path endpoint -> count_q[2]
maximum fanout along the worst path -> 2
total number of warnings across the stage logs -> 35
uppermost metal layer occupied by signal nets -> met4
initial antenna violation count -> 0
Antenna Nets Post-Route -> 0
peak ir drop on the vdd network -> 0.000441 V
final routed wirelength across all metal layers -> 806 um
IO Pins -> 11
reg-to-reg startpoint -> count_q[0]
number of fill cells -> 393
dominant logic cell types in the final layout -> 7 x sky130_fd_sc_hd__clkbuf_4, 6 x sky130_fd_sc_hd__clkdlybuf4s50_1, 5 x sky130_fd_sc_hd__buf_4
setup violators final -> 0
area of combinational cells with multiple inputs -> 96.3 um^2
max FFs per register -> 4
nature of the critical path endpoint -> output pin
sum of overflow across all layers after global routing -> 0
total global routing track utilization -> 2.78%
vias post-DR -> 236
crit path DAT -> 0.99 ns
series of cell instances along the critical path -> dlygate4sd2_1
sum of negative setup slack -> 0 ns
area grow syn2layout -> 123%
post-synthesis cell type with the largest combined area -> sky130_fd_sc_hd__dfrtp_1
DIE WIDTH -> 80 um
initial core utilization -> 5.86%
sequential cell area -> 100 um^2
# diodes -> 0
Seq cells post-synth -> 4
number of hold-repair buffers added at the cts stage -> 0
setup repair after global routing missed its margin -> no
Setup Crit Path Kind -> reg2out
cell area after synthesis -> 200 um^2
y dimension of the die -> 80 um
min cycle time layout -> 1.27 ns
Reg2Reg Setup Slack -> 0.21 ns
total core area -> 0.00342 mm^2
yosys stat area -> 200 um^2
family of cells with the greatest summed delay on the critical path -> flip-flops
final number of max-transition violations -> 0
number of distinct library cells after synthesis -> 10
top cells by area -> sky130_fd_sc_hd__dfrtp_1 50%, sky130_fd_sc_hd__xnor2_1 8.8%, sky130_fd_sc_hd__o21ai_0 7.5%
critical path buffer and inverter count -> 1
count of synthesis-stage warnings from yosys -> 1
run status -> complete, no violations
CTS clock-pin slew for the worst setup and hold paths -> 0.04 ns
sequential-to-total area share from yosys stat -> 50.0%
routed wire length on met3 -> 237 um
number of cells on the critical path -> 1
-- synth_stat cells, drive strengths merged --
cell type	instances
dfrtp	4
ha	1
inv	1
mux2	1
mux2i	1
nand2	4
nand4	1
o21ai	3
xnor2	2
xor2	1
-- metrics by stage --
stage / instances / power, uW / setup WS [ns] / util [%] / area (um^2)
floorplan: 19 / 338 / 0.193 / - / 200
global placement: 76 / 468 / 0.191 / 10.7 / 365
detailed placement: 76 / 481 / 0.193 / 10.7 / 365
CTS: 88 / 914 / 0.123 / 13.1 / 447
global route: 88 / 986 / 0.0914 / 13.1 / 447
finish: 88 / 902 / 0.129 / 13.1 / 447
-- power breakdown --
group | switching, uW | leakage, uW | internal (uW)
Combinational | 75.7 | 0.0000901 | 130
Clock | 186 | 0.0000598 | 319
Sequential | 27.2 | 0.0000478 | 165
-- metal layers --
| layer | global-route usage [%] | up-vias |
|---|---|---|
| met4 | 2.29 | 0 |
| met2 | 2.01 | 19 |
| met1 | 2.00 | 105 |
| met5 | 0 | - |
| met3 | 5.91 | 2 |
| li1 | - | 110 |
-- cell families (layout without fill, tap and decap cells) --
family          after synthesis  count (layout)  synth area share [%]
mux                           2               2                  10.6
compound gates                3               3                  7.50
xor+xnor                      3               3                  13.1
simple gates                  5               5                  10.6
flops                         4               4                  50.0
fa+ha+maj                     1               1                  6.25
buf+inv                       1              24                  1.87
-- worst reg2reg max path, cell delays in order, from the launching register on --
cell and delay [ns]:
sky130_fd_sc_hd__dfrtp_1 0.38, sky130_fd_sc_hd__buf_4 0.16, sky130_fd_sc_hd__ha_1 0.20, sky130_fd_sc_hd__nand2_1 0.09, sky130_fd_sc_hd__xor2_1 0.15, sky130_fd_sc_hd__o21ai_0 0.09
-- worst min path at each step --
| stage | slack, ns | end | from | depth (start not counted) |
|---|---|---|---|---|
| CTS | 0.11 | count_q[3] | reset | 2 |
| global route | 0.11 | count_q[2] | reset | 2 |
| finish | 0.11 | count_q[3] | reset | 2 |
-- what timing repair did --
item	in CTS	in global routing
setup buffers	4	0
gates resized	4	0
endpoints found under the setup margin	4	0
-- cell type report --
type	instances	share of cell area, %
Tap cell	46	12.9
Timing Repair Buffer	15	29.7
Clock inverter	1	0.840
Multi-Input combinational cell	14	21.6
Clock buffer	7	11.8
Inverter	1	0.840
Sequential cell	4	22.4
No activity file was given, so power comes from the tool's default toggle rates.
